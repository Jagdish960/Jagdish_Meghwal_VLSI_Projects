<file path="./design.v">
module datamem (
				input [7:0] read_addr,
				input [7:0] write_addr,
				input [7:0] write_data,
				input mem_write,
				input mem_read,
				input clk, 
				output reg [7:0] read_data
				);
reg [7:0] register [255:0];
always@(posedge clk) 
begin
	if(mem_write) register[write_addr] = write_data;
	if(mem_read) read_data = register[read_addr];
end
endmodule 
</file>
<file path="./constraint.sdc">
current_design datamem

set clk_period 17.4
set clk_io_pct 0.2

create_clock -name clk0 -period $clk_period [get_ports {clk}]

set non_clock_inputs [all_inputs -no_clocks]
set_input_delay [expr $clk_period * $clk_io_pct] -clock clk0 $non_clock_inputs
set_output_delay [expr $clk_period * $clk_io_pct] -clock clk0 [all_outputs]
</file>
<file path="./config.mk">
export PLATFORM = sky130hd
export DESIGN_NAME = datamem
export DESIGN_NICKNAME = datamem
export VERILOG_FILES = /design/flow/design.v
export SDC_FILE = /design/flow/constraint.sdc
export NUM_CORES = 4
export LEC_CHECK = 1
export CORE_UTILIZATION = 50
</file>
<file path="./run.sh">
#!/bin/bash
# OpenROAD 26Q1-2900-gdf79404cd8, Yosys 0.63+post, stock flow scripts
make -C /OpenROAD-flow-scripts/flow DESIGN_CONFIG=/design/flow/config.mk WORK_HOME=/design/flow/orfs finish
</file>
==> changes_impl.md <==
## Implementation

- Worst setup path class: in -> reg
- Top-Level Pins: 35
- Proportion of netlist area held by the largest area contributor: 46.4%
- Synth async-reset ratio: 0%
- Mapped cell area: 88,400 sq um
- Worst path arrival time: 11.27 ns
- Yosys stat chip area: 88,400 sq um
- Element type at the critical path end: flop
- Worst Clk Skew: approximately 0.075 ns
- Portion of total power attributed to sequential cells: 46.2%
- TritonCTS clock tree: done
- Number of standard cells after synthesis: between 9,000 and 10,000
- Combinational power share: 19.2%
- Startpoint types: input pin
- Highest Clock Rate: approximately 94 MHz
- Leading area contributor after synthesis: dfxtp_1
- Max-Slew Margin vs Limit: -9.60%
- Flops out of synthesis: 2,056
- First drt pass iteration count: 13
- Number of setup buffers added after CTS: 0
- Most used logic cell in the final layout: dfxtp_1
- Row count: 153
- Share of total power in the clock network: 34.6%
- Tool warnings: 26
- Input/output buffers: 34
- Endpoints failing setup: 0
- Maxcap violations: 4
- Highest-count cells in the layout ignoring fill and taps: dfxtp_1, mux2_2, nand2_1
- Clock tree root driver cell: clkbuf_16
- P_sw: ~4 mW
- Height of the die: 422 um
- Clock latency reported for the late side of the worst-skew pair: 0.92 ns
- Worst-path fanout max: ~66
- Num Clock Sinks: 2,056
- Unrepaired setup endpoints after global routing: false
- Number of hold violations in the final report: 0
- Post-synthesis area per instance: a little under 10 sq um
- Static leakage power: 40.3 nW
- Min Clock Period, post-route: around 11 ns
- Final worst path period share: around three fifths
- Number of antenna violations at the first check in global routing: 122
- Yosys cell count: 9,061
- CTS Hold Buffers Added: 0
- Number of antenna-violating nets in the routed design: 2
- Number of buffers created by CTS: 206
- Vias in the first global route: a little over 80,000
- Number of design rule violations left after detail routing: 0
- Total congestion overflow after global routing: 0
- Core Region: between 150,000 and 200,000 sq um
- Pre-Place Util: 50.6%
- Internal: 9.64 mW
- Pin count of the biggest net entering global routing: 72
- Synthesis Warnings: 2
- Switching Fraction: around 30%
- Status: complete, but fails checks
- Depth of the worst register-to-register path: 9
- Clock-pin slew of the registers on the worst-case setup and hold paths: 0.07 ns
- Drt initial violations: approximately 15,000
- Main synth FF type: dfxtp_1
- Worst hold path cell count: 2
- Worst-margin pin slew: 1.60 ns
- Post-synthesis sequential area ratio: 46.7%
- Share of layout cells above drive strength 1: 28.0%
- Cell types occupying the most area after synthesis: dfxtp_1, mux2_2, nand2_1
- P&R area growth vs syn: 16.7%
- Clock Path Buffers: 3
- Post-route design area: 103,000 sq um
- Worst hold path type: reg -> reg
- Required time at the endpoint of the critical path: 18.01 ns
- Average via count per standard cell: 7.68
- Power density relative to cell area: approximately 130 nW/um^2
- Post-DR wirelength/cell: 48.7 um
- Total Neg Setup Slack: 0 ns
- Worst ir drop on vdd: 0.0000992 V
- GP Congestion: 1.24
- Number of distinct standard cells referenced by the synthesized netlist: 115
- Horizontal extent of the die: 422 um
- Total via count in the routed design: 93,121
- Total Routing Usage GR: between 60% and 70%
- H-tree lvl count: 4
- Count of flip-flops with a built-in enable after synthesis: 8
- Violated checks: antenna rules, capacitance limit, slew limit
- Total half-perimeter wirelength after legalization and detailed placement: 418,000 um
- Final critical-path setup slack: 6.73 ns
- Smallest hold slack: 0.448 ns
- Detailed Route WL: 591,000 um
- First-pass GRT wire length: about 770,000 um
- Post-cts gate resize count: 0
- Post-place instance area: 95,500 sq um
- Max-slew violations: 7
- Pre-CTS setup slack: 6.90 ns
- DIE AREA: 178,000 sq um
-- through the flow --
stage	cells	power [mW]	util, %
6_report	12118	13.6	59.0
5_1_grt	11993	13.9	58.8
2_1_floorplan	9061	7.87	-
3_5_place_dp	11530	8.78	54.6
4_1_cts	11909	13.4	58.7
3_3_place_gp	11530	8.67	54.6
-- synth_stat cells (37+ instances only) --
| cell | count |
|---|---|
| a221o_1 | 48 |
| nor3_1 | 114 |
| nor2b_1 | 37 |
| nor4_1 | 87 |
| o21ai_0 | 780 |
| nor2_1 | 388 |
| or4_1 | 42 |
| a21oi_1 | 127 |
| inv_1 | 78 |
| a221oi_1 | 61 |
| nand3_1 | 173 |
| and3_1 | 43 |
| nand4_1 | 125 |
| a22oi_1 | 288 |
| a32o_1 | 46 |
| nand2_1 | 1250 |
| o2111ai_1 | 56 |
| dfxtp_1 | 2048 |
| mux2i_1 | 42 |
| and4_1 | 38 |
| and2_1 | 90 |
| buf_2 | 78 |
| a22o_1 | 158 |
| a32oi_1 | 90 |
| clkbuf_1 | 549 |
| o21ai_1 | 49 |
| a211oi_1 | 46 |
| mux2_2 | 1311 |
| o211ai_1 | 55 |
-- worst max-delay path, stage by stage --
cell       delay [ns]
buf_2            0.46
buf_4            0.73
or2_0            0.68
nor2_1           0.39
a2111oi_1        0.46
buf_4            0.22
o2111a_1         0.83
mux2_2           0.43
a22oi_1          0.29
nand2_1          0.09
nor4bb_1         1.24
nand4_1          0.44
nor4_1           1.24
a31oi_1          0.17
-- cells by family after synthesis --
family | Yosys count | share of synthesized area [%]
compound gates | 2165 | 17.0
buf+inv | 767 | 3.59
xor+xnor | 7 | 0.0779
flops | 2056 | 46.7
mux | 1363 | 17.3
simple gates | 2703 | 15.4
-- power by group through the flow --
stage | clock [mW] | combinational, mW | sequential, mW
final | 4.72 | 2.61 | 6.30
after global routing | 4.85 | 2.66 | 6.41
after CTS | 4.64 | 2.42 | 6.29
-- layer usage --
metal	up-vias	track usage (%)	share of wire [%]
met4	150	55.5	12
met3	3651	56.9	21
met1	44516	74.2	32
met2	10348	77.4	34
li1	34456	-	-
met5	-	36.1	1.2
-- registers in the layout, indices dropped and copies added, names as in the netlist --
signal	count
register	2048
read_data	8
-- area by class of cell --
| cell class | count | area [sq um] |
|---|---|---|
| fillers | 14091 | 71700 |
| multi-input cells | 6238 | 44700 |
| flip-flops and latches | 2056 | 41200 |
| repair buffers | 829 | 6300 |
| clock buffers | 302 | 5960 |
| well taps | 2325 | 2910 |
| clock inverters | 77 | 1140 |
| diodes | 208 | 520 |
| inverters | 83 | 332 |
-- path summary, 6_finish.rpt --
| kind | startpoint | end | slack [ns] |
|---|---|---|---|
| setup reg to reg | register[106][4] | read_data[4] | 12.00 |
| hold / removal | register[192][4] | register[192][4] | 0.45 |
| hold reg to reg | register[192][4] | register[192][4] | 0.45 |
| setup / recovery | write_addr[5] | read_data[5] | 6.73 |
Power is estimated from default activity; no workload was simulated.
