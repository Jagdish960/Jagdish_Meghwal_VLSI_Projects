--- ./config.mk ---
export PLATFORM = sky130hd
export DESIGN_NAME = MUL_datapath
export DESIGN_NICKNAME = MUL_datapath
export VERILOG_FILES = /design/flow/design.v
export SDC_FILE = /design/flow/constraint.sdc
export NUM_CORES = 4
export LEC_CHECK = 1
export CORE_AREA = 10 10 76 76
export DIE_AREA = 0 0 86 86
--- ./design.v ---
module MUL_datapath (eqz, LdA, LdB, LdP, clrP, decB, data_in, clk);
input LdA, LdB, LdP, clrP, decB, clk;
input [15:0] data_in;
output eqz;
wire [15:0] X, Y, Z, Bout, Bus;
PIPO1 A (X, Bus, LdA, clk);
PIPO2 P (Y, Z, LdP, clrP, clk);
CNTR B (Bout, Bus, LdB, decB, clk);
ADD AD (Z, X, Y);
EQZ COMP (eqz, Bout);
endmodule
module PIPO1 (dout, din, ld, clk);
input [15:0] din;
input ld, clk;
output reg [15:0] dout;
always @(posedge clk)
    if (ld) dout <= din;
endmodule
module ADD (out, in1, in2);
input [15:0] in1, in2;
output reg [15:0] out;
always @(*)
    out = in1 + in2;
endmodule
module PIPO2 (dout, din, ld,
clr, clk);
input [15:0] din;
input ld, clr, clk;
output reg [15:0] dout;
always @(posedge clk)
  if(clr) dout <= 16'h0;
    else if (ld) dout <= din;
endmodule
module EQZ (eqz, data);
input [15:0] data;
output eqz;
assign eqz = (data == 0);
endmodule
module CNTR (dout, din, ld, dec, clk);
input [15:0] din;
input ld, dec, clk;
output reg [15:0] dout;
always @(posedge clk)
    if (ld) dout <= din;
    else if (dec) dout <= dout - 1; 
endmodule
module controller (LdA, LdB, LdP, clrP, decB, done, clk, eqz, start);
input clk, eqz, start;
output reg LdA, LdB, LdP, clrP, decB, done;
reg [2:0] state;
parameter S0=3'b000, S1=3'b001, S2=3'b010, S3=3'b011, S4=3'b100;
always @(posedge clk)
begin
case (state)
    S0: if (start) state <= S1;
    S1: state <= S2;
    S2: state <= S3;
    S3: #2 if (eqz) state <= S4;
    S4: state <= S4;
    default: state <= S0;
endcase
end
always @(state)
begin
case (state)
    S0: begin #1 LdA = 0; LdB = 0; LdP = 0; clrP = 0; decB = 0; end
    S1: begin #1 LdA = 1; end
    S2: begin #1 LdA = 0; LdB = 1; clrP = 1; end
    S3: begin #1 LdB = 0; LdP = 1; clrP = 0; decB = 1; end
    S4: begin #1 done = 1; LdB = 0; LdP = 0; decB = 0; end
    default: begin #1 LdA = 0; LdB = 0; LdP = 0; clrP = 0; decB = 0; end
endcase
end
endmodule
--- ./constraint.sdc ---
current_design MUL_datapath

set clk_period 5.1
set clk_io_pct 0.2

create_clock -name clk0 -period $clk_period [get_ports {clk}]

set non_clock_inputs [all_inputs -no_clocks]
set_input_delay [expr $clk_period * $clk_io_pct] -clock clk0 $non_clock_inputs
set_output_delay [expr $clk_period * $clk_io_pct] -clock clk0 [all_outputs]
--- ./run.sh ---
#!/bin/bash
# OpenROAD 26Q1-2900-gdf79404cd8, Yosys 0.63+post, stock flow scripts
make -C /OpenROAD-flow-scripts/flow DESIGN_CONFIG=/design/flow/config.mk WORK_HOME=/design/flow/orfs finish
==> flow_metrics.tcl <==
# collected from the flow reports
set metrics [dict create \
    outcome "complete, no violations" \
    r2r_setup_slack_ns 3.10 \
    post-route-util_pct 21.7 \
    critPathBufInv 1 \
    cp_slowest_cell "or4_4" \
    core-area_um2 4120 \
    synth.most_common_cell "edfxtp_1" \
    grt_use_met3_pct 1.43 \
    period_needed_ns 3.49 \
    netlist_area_um2 759 \
    yosys_area_um2 759 \
    startpoint_type "flop" \
    grt_pass1_vias 418 \
    crit_path_frequent_cell "or4_4" \
    fmax_ghz 0.287 \
    fin_skew_ns 0.00679 \
    post-route-period-util_pct 68.4 \
    fp_util_pct 18.5 \
    synth_warnings 20 \
    whs_path_depth 1 \
    critical_path_required_ns 4.08 \
    p_per_area_nw_per_um2 409 \
    ant_nets 0 \
    leakage_nw 0.312 \
    num_antenna_cells 0 \
    critical-path-max-stage-delay_ns 0.57 \
    ys_cells 57 \
    top_cells_by_count "edfxtp_1 (16), xor2_1 (10), nor2_1 (4), nor3_1 (4)" \
    die_h_um 86 \
    largest_register_ff_count 16 \
    finalSetupViolCount 0 \
    ir_worst_vdd_mv 0.230 \
    dp.cells 109 \
    numPortBuffers 3 \
    grt_pass1_wl_mm 1.75 \
    final-hold-violation-count 0 \
    timing.rr.end "B.dout[15]" \
    max-cap-violations 0 \
    cp_max_fo 4 \
    via_count 418 \
    drc_errors 0 \
    wl_per_cell_um 9.39 \
    synth-main-ff-cell "edfxtp_1" \
    worst_pin_slew_ns 0.541 \
    via_per_inst 3.70 \
    path_class "flop to primary output" \
    hold_class "flop to flop" \
    r2r-start "B.dout[8]" \
    warning_count 44 \
    max_slew_margin_pct 63.6 \
    largest-register "B.dout" \
    grt_use_met2_pct 4.12 \
    cts_tree "yes" \
    dieWidth_um 86 \
    drt_iter0_drc 12 \
    cts_setup_buffers 0 \
    fin_tns_setup_ns 0 \
    ys_seq_share_pct 63.3 \
    regArea_um2 480 \
    grt_max_degree 17 \
    die-area_um2 7400 \
    cts_buffers 3 \
    met1_usage_pct 3.91 \
    largest_area_cell "edfxtp_1" \
    grt_remaining_overflow 0 \
    clk_pin_slew_worst_paths_ns 0.06 \
    drv_slew 0 \
    gp_congestion 0.750 \
    ctsHoldBuffers 0 \
    drive_gt1_share_pct 11.1 \
    path_cells "or4_4 > or4_4 > nor4_1 > clkdlybuf4s50_1" \
    synth_area_per_cell_um2 13.3 \
    hp-start "B.dout[0]" \
    arrival_ns 2.47 \
    grt_usage_pct 2.82 \
    clkLatencyLatePin_ns 0.24 \
    fillers 439 \
    h-tree-depth 1 \
    numSynthFlops 16 \
    clock-sinks 16 \
    drt_wl_total_mm 1.06 \
    hold_ws_ns 0.557 \
    antenna_found_initial 0 \
    rr_worst_depth 4 \
    clk_path_buf_depth 2 \
    core.rowCount 23 \
    edf_count 16 \
    cts_resized 0 \
    top_area_share_pct 63.3 \
    root_buffer "clkbuf_8" \
    mi_logic_area_um2 263 \
    top_cells_by_area "edfxtp_1 (63%), xor2_1 (12%), xnor2_1 (3.5%), or4_4 (3.0%), nor3_1 (2.6%)" \
    syn_to_final_growth_pct 17.5 \
    critical-path-top-delay-family "simple AND/OR/NAND/NOR gates" \
    dp_hpwl_um 790 \
    fin_cells 113 \
    first_pass_iters 2 \
    ioPinCount 23 \
    rsz0062_at_grt "no" \
    busiest_layer "met2" \
    cp-end-kind "primary output" \
    ys_async_sr_fraction_pct 0 \
    synth_cells 57 \
    synth.distinct_cells 16 \
    holdPathEnd "B.dout[0]" \
    largestRegisters "B.dout x16" \
]
cell usage in the layout (no fill, tap or decap):
cell and n:
nor3_1 4, clkinv_1 1, or3_1 3, ha_1 1
clkdlybuf4s50_1 3, nand2b_1 1, nand2_1 3, or2_2 1
or4_4 2, clkbuf_8 3, edfxtp_1 16, inv_1 3
xor2_1 10, xnor2_1 3, o21ai_0 1, nor2_1 4
nor4_1 3, nor3b_2 1
through the flow:
| stage | power, mW | instance area, um2 | worst slack, ns |
|---|---|---|---|
| finish | 0.365 | 892 | 1.61 |
| CTS | 0.371 | 892 | 1.59 |
| global placement | 0.270 | 847 | 1.82 |
| global route | 0.387 | 892 | 1.51 |
| detailed placement | 0.276 | 847 | 1.88 |
| floorplan | 0.260 | 759 | 2.54 |
worst max-delay path by stage:
stage             start  endpoint  slack, ns  depth (start not counted)
CTS           B.dout[8]       eqz       1.59                          4
finish        B.dout[8]       eqz       1.61                          4
global route  B.dout[8]       eqz       1.51                          4
cell type report:
cell class,instances,area share [%]
clock buffer,3,4.63
clock inverter,1,0.421
tap,50,7.01
sequential,16,53.9
inverter,3,1.26
multi-input combinational,37,29.5
timing repair buffer,3,3.37
metal layers:
layer,vias up,part of all wire [%]
li1,217,-
met1,195,54
met2,6,41
met3,0,4.4
met4,0,0
met5,-,0
cell families after synthesis:
family	synth area share, %
DFF	63.3
adders and majority gates	1.65
and+or+nand+nor	17.3
buffers and inverters	2.14
AOI/OAI and AO/OA	0.658
xor gates and xnor gates	15.0
where the power goes:
group	internal [mW]	total (mW)	switching, mW	leakage (nW)
clock	0.0532	0.0926	0.0394	0.0231
sequential	0.192	0.218	0.0265	0.163
combinational	0.0270	0.0541	0.0271	0.126
total	0.272	0.365	0.0929	0.312
Power is estimated from default activity; no workload was simulated.
